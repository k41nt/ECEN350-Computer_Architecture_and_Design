$ cat flow/design.v
module NextPClogic(NextPC, CurrentPC, SignExtImm64, Branch, ALUZero, Uncondbranch);
	input [63:0] CurrentPC,SignExtImm64;
	input Branch, ALUZero, Uncondbranch;
	output reg [63:0] NextPC;
	reg [63:0] NextPCNormal, NextPCBranch, ShiftedSignExtImm64;
	reg and1;
	always @(*) begin
				#1 ShiftedSignExtImm64 = SignExtImm64 <<2;
				NextPCNormal = CurrentPC+4;
				#2 NextPCBranch = CurrentPC + ShiftedSignExtImm64;
				and1 = Branch && ALUZero;
				#1 NextPC = ( and1 || Uncondbranch ) ? NextPCBranch : NextPCNormal;
			end
endmodule
$ cat flow/run.sh
#!/bin/bash
# OpenROAD 26Q1-2900-gdf79404cd8, Yosys 0.63+post, stock flow scripts
make -C /OpenROAD-flow-scripts/flow DESIGN_CONFIG=/design/flow/config.mk WORK_HOME=/design/flow/orfs finish
$ cat flow/config.mk
export PLATFORM = sky130hd
export DESIGN_NAME = NextPClogic
export DESIGN_NICKNAME = NextPClogic
export VERILOG_FILES = /design/flow/design.v
export SDC_FILE = /design/flow/constraint.sdc
export NUM_CORES = 4
export LEC_CHECK = 1
export CORE_UTILIZATION = 30
$ cat flow/constraint.sdc
current_design NextPClogic

set clk_period 45.6
set clk_io_pct 0.2

create_clock -name clk0 -period $clk_period

set non_clock_inputs [all_inputs -no_clocks]
set_input_delay [expr $clk_period * $clk_io_pct] -clock clk0 $non_clock_inputs
set_output_delay [expr $clk_period * $clk_io_pct] -clock clk0 [all_outputs]
==> Slide: Implementation Results <==
Key Metrics from the Run

Die
  • Die width: 119 µm
  • Core ar.: approximately 0.013 mm²
  • Floorplan utilization: 30.8%
  • Io pins: about 200
  • Die Area: between 0.01 and 0.015 mm²
  • Die H: about 120 µm
  • Rows: 42

Cells and area
  • Clkbuf count: 0
  • Share of cells above drive strength 1: 2.40%
  • FFs & Latches: 0
  • Register area: 0 µm²
  • Core Util, Final: between 40% and 50%
  • Area grow syn2layout: 48.6%

Outcome
  • Status: completed

Setup path
  • Delay-heaviest family, CP: AND-OR/OR-AND gates
  • Arr. time, crit path: 14.61 ns
  • Crit path DRT: 36.48 ns
  • Worst Setup End Kind: output pin
  • Max incr delay on CP: 0.68 ns
  • Max stage delay cell, worst path: o41ai_1
  • CP Launch Type: input pin
  • Critical path class: input pin to output pin
  • Crit-path max FO: around 62
  • Critical path cell sequence: clkdlybuf4s50_1 > a21oi_4 > buf_4 > or2_2 > ha_1 > inv_1 > fa_1 > and2b_1 > o211ai_1 > a211o_1 > a211oi_1 > o2111a_1 > nor3_1 > o41ai_1 > nor3b_1 > a31oi_1 > xnor2_1 > clkdlybuf4s50_1
  • CP Buf/Inv Count: 4
  • Most used cell, CP: clkdlybuf4s50_1

Final timing
  • Setup WS post-layout: ~22 ns
  • Final slew viol count: 0
  • Slew at the pin closest to its max-slew limit: 0.728 ns
  • Hold_ws: 18.24 ns
  • RSZ-0062 raised after global routing: no
  • Worst relative slew slack: between 50 and 60%
  • Fmax achieved: 0.0421 GHz
  • Period minus WS final: 23.73 ns
  • Final hold violations: 0
  • Final worst-path cycle share: 52.0%
  • Final Setup Violations: 0
  • Sum of negative setup slack: 0 ns

Route
  • Antenna Violating Nets Remaining: 0
  • Starting DRT DRC Count: roughly 240
  • Wire length per cell: 14.4 µm
  • Residual DRC: 0
  • Via count: roughly 4.8k
  • 1st-pass router iterations: 6
  • Routed vias/inst: 5.16
  • Antenna diode count: 0
  • Post-Route WL: ~13 mm

Placed design
  • Setup slack at placement: between 20 and 25 ns
  • GPL Wtd Cong: around 0.93
  • Post-detail-place hpwl: 11.4 mm
  • I/O Buffers: between 150 and 200

Synthesis
  • Fa+ha+maj area frac: 19.1%
  • Library cells used by synthesis: roughly 57
  • Post-Syn Area: between 0.004 and 0.005 mm²
  • MUX share of area: 0%
  • Mapped Cells: 595
  • Top cells by area: ha_1 (19%), nor2b_1 (10%), a21o_1 (9.2%), xnor2_1 (8.3%), a21oi_1 (6.7%)
  • Yosys cell count: 595
  • Synth Warn #: 1
  • Synth top cells by count: nor2b_1 (66), ha_1 (61), a21oi_1 (55)
  • Most common cell in the netlist: nor2b_1
  • Yosys aoi share: ~34%
  • Main logic family: AND-OR/OR-AND gates
  • Seq share, synth: 0%
  • Cell type with the largest total area: ha_1
  • Simple share: approximately 30%
  • Yosys xor share: 12.4%
  • Avg Cell Area, Syn: 6.89 µm²
  • Post-synthesis chip area from yosys: 0.00410 mm²
  • Largest type area fraction: between 10% and 20%

Power
  • Clk pwr share: 0%
  • Combinational fraction of design power: 100.0%
  • Max VDD drop: 0.00000649 V
  • Int Power: 0.0553 mW
  • Switching Fraction: 42.1%
  • Static leakage: 2.71 nW
  • P_sw: 0.0402 mW
  • Reg power frac: 0%
  • PwrDens: ~16 mW/mm²

Global route
  • Total GRT Usage: 18.5%
  • Vias in the first global route: approximately 4.6k
  • Global-route wire length before repair: 21.7 mm
  • GRT overflow: 0
  • Largest net degree at the start of global routing: 63
  • Initial antenna violation count: 0

Hold path
  • Hold crit path type: input pin to output pin
  • Worst hold start: CurrentPC[0]
  • Hold depth: 0
  • Worst Hold End: NextPC[0]

CTS
  • Cts hold-fix bufs: 0
  • Post-CTS Repair Setup Buffers: 0
  • CTS resizes: 0

Flow run
  • Max-Cap Viols: 0
  • Tool warnings: 34
==> metal layers <==
layer	wire length [µm]	vias to the layer above	global-route usage (%)
li1	-	2486	-
met1	6720	2149	28.0
met2	5950	144	30.5
met3	631	2	0.832
met4	51	0	0.554
met5	0	-	0
==> layout by cell type (no fill, tap or decap), drive strengths merged, types with 2 or more instances in the layout <==
cell type and count:
a2111oi 2, a211oi 3, a21boi 5, a21o 50, a21oi 57, a221o 4
a221oi 3, a31oi 9, a41oi 3, and2 7, and3 6, and4 2
clkdlybuf4s50 189, ha 61, inv 15, nand2 43, nand2b 6, nand3 13
nand4 20, nor2 34, nor2b 67, nor3 12, nor3b 2, nor4 2
o2111ai 2, o211ai 5, o21a 4, o21ai 30, o21bai 12, o31ai 3
o41ai 2, or2 3, or3 5, xnor2 39, xor2 19
==> worst max path at each step <==
stage / to / slack [ns] / depth (start not counted) / start
6_report: NextPC[60] / 21.87 / 18 / Branch
5_1_grt: NextPC[60] / 21.50 / 18 / Branch
4_1_cts: NextPC[60] / 21.86 / 18 / Branch
==> cell families (layout without fill, tap and decap cells) <==
family	Yosys count	count (layout)
AOI/OAI and AO/OA	201	201
and+or+nand+nor	225	225
adders and majority gates	62	62
xor gates and xnor gates	58	58
buffers and inverters	49	205
==> power by group through the flow <==
stage | logic, mW | clock network (mW) | registers, mW
after CTS | 0.0962 | 0 | 0
after global routing | 0.105 | 0 | 0
final | 0.0955 | 0 | 0
==> layout make-up <==
cell class	count	area [µm²]
well taps	176	220
multi-input cells	546	3920
repair buffers	190	1900
fillers	1318	7200
inverters	15	56.3
==> per-stage QoR <==
| step | total power [mW] | std cells | instance area [µm²] |
|---|---|---|---|
| after floorplan | 0.0475 | 595 | 4100 |
| after global placement | 0.0957 | 927 | 6090 |
| after detailed placement | 0.0953 | 927 | 6090 |
| after CTS | 0.0962 | 927 | 6090 |
| after global routing | 0.105 | 927 | 6090 |
| final | 0.0955 | 927 | 6090 |
Power figures rest on the tool's default switching activity, not on a simulated workload.
