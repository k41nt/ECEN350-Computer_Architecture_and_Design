## flow/config.mk

```make
export PLATFORM = sky130hd
export DESIGN_NAME = DataMemory
export DESIGN_NICKNAME = DataMemory
export VERILOG_FILES = /design/flow/design.v
export SDC_FILE = /design/flow/constraint.sdc
export NUM_CORES = 4
export LEC_CHECK = 1
export CORE_UTILIZATION = 40
export SYNTH_MEMORY_MAX_BITS = 65536
```

## flow/design.v

```verilog
`timescale 1ns / 1ps
module DataMemory(
	output [63:0] ReadData,
	input [63:0] Address,
	input [63:0] WriteData,
	input MemoryRead,
	input MemoryWrite,
	input Clock
);
reg [63:0] ReadData;
reg [63:0] SavedData [255:0];
always @ (posedge Clock) begin
	if (MemoryRead) ReadData<= #20  SavedData[Address];
end
always @ (negedge Clock) begin
	if (MemoryWrite) SavedData[Address]<= #20 WriteData;
end
endmodule
```

## flow/run.sh

```bash
#!/bin/bash
# OpenROAD 26Q1-2900-gdf79404cd8, Yosys 0.63+post, stock flow scripts
make -C /OpenROAD-flow-scripts/flow DESIGN_CONFIG=/design/flow/config.mk WORK_HOME=/design/flow/orfs finish
```

## flow/constraint.sdc

```tcl
current_design DataMemory

set clk_period 92.1
set clk_io_pct 0.2

create_clock -name clk0 -period $clk_period [get_ports {Clock}]

set non_clock_inputs [all_inputs -no_clocks]
set_input_delay [expr $clk_period * $clk_io_pct] -clock clk0 $non_clock_inputs
set_output_delay [expr $clk_period * $clk_io_pct] -clock clk0 [all_outputs]
```

==> results_slide.txt <==
Key Metrics from the Run

Run status
  • Outcome: completed

Yosys
  • Cell Type Count: 22
  • Cell type with the largest total area: edfxtp_1
  • Adders+Majority by Area: 0%
  • #FFs+latches synth: 16448
  • Post-synth EDFFs: 16448
  • Dominant comb cell: multiplexers
  • Ys Warns: 1
  • Register area share after synthesis: 80.0%
  • Commonest flop: edfxtp_1
  • Synth Area in Compound Gates: 3.68%
  • Yosys xor share: 0%
  • Async set or reset register ratio after synthesis: 0%
  • Cell area after synthesis: 0.617 mm²
  • Yosys stat chip area: 0.617 mm²
  • Post-Syn Instances: 25810
  • Simple-Gate Fraction of Synth Area: 0.277%
  • Mux frac, synth: 14.9%
  • Ys cells: 25810
  • Syn avg cell area: 23.9 µm²
  • Dominant cell area share: 80.0%
  • Top cells by area: edfxtp_1 (80%), mux4_2 (15%), a22oi_1 (2.5%), a21oi_1 (0.83%), clkbuf_1 (0.57%)

Global routing
  • Initial antenna violation count: 145
  • Vias in the first global route: 410052
  • GRT Total Usage: 25.8%
  • First-pass GRT wire length: 2550 mm
  • Overflow after GRT: 0
  • Largest net degree at the start of global routing: 102

Routing
  • DR iter-0 viols: 21007
  • Detailed Routing Iterations Pass 1: 8
  • DRC Markers: 0
  • Vias post-DR: 344341
  • Antenna viol nets, final: 0
  • Vias per cell: 5.19
  • WL final: 1800 mm
  • Routed len/inst: 27.1 µm

Clock network
  • Hold_buf cts: 0
  • CTS root buffer: clkbuf_16
  • Resized cells post-CTS: 0
  • H-tree levels: 7
  • Clk buf depth: 6
  • Cts bufs inserted: 1764
  • # clock sinks: 16448
  • TritonCTS clock tree: built
  • Clk slew on worst S/H paths: 0.07 ns
  • Postcts setup bufs: 0
  • Late-Pin Clk Latency: 1.35 ns

Critical path
  • Buf/Inv on CP: 6
  • Required time of the worst setup path: 46.96 ns
  • Worst path cell trace: clkdlybuf4s50_1 > nor2_4 > buf_4 > buf_4 > nand2_2 > buf_4 > nor2_4 > buf_4 > buf_4
  • Most used cell along the critical path: buf_4
  • CP max stage cell: clkdlybuf4s50_1
  • Crit path kind: input pin to register
  • Critical path capture point type: register
  • CP max FO: 40
  • Startpoint Class: input pin
  • CP arrival: 23.94 ns
  • Critical path's top delay family: buffers and inverters
  • CP max stage delay: 1.00 ns
  • Setup slack, reg-to-reg: 41.67 ns

Die
  • Core Rows: 456
  • Io pins: 195
  • Core area: 1.54 mm²
  • Die width: 1.24 mm
  • Fp util: 40.1%
  • Die Size: 1.55 mm²
  • Die height: 1.24 mm

Final layout
  • Final-layout fill cell count: 117577
  • P&R area growth vs syn: 26.0%
  • Finished Core Util: 50.5%
  • Final non-filler cell total: 66294
  • Share of cells above drive strength 1: 20.1%

Placement
  • Port bufs: 138
  • Placed cells: 46492
  • GPL Wtd Cong: 0.898
  • DP HPWL: 1060 mm
  • Post-place setup slack: 21.69 ns

Final timing
  • Unrepaired setup endpoints after global routing: no
  • Final WS setup: 23.02 ns
  • Relative slew margins: 2.10%
  • Worst Clk Skew: 0.0836 ns
  • Setup-failing EPs final: 0
  • Least-Margin Pin Slew: 1.47 ns
  • Hold Vio Cnt, Final: 0
  • Slew Limit Fails: 0
  • Total negative slack: 0 ns
  • WHS: 17.48 ns

Power
  • Psw: 0.00511 W
  • Static leakage: 307 nW
  • Sequential Power Share: 44.0%
  • Power Density: 24.4 mW/mm²
  • Combinational share of power: 4.0%
  • VDD IR max: 0.0186 mV
  • Clock power share: 52.1%
  • Int Pwr: 0.0138 W
  • Switching share of power: 26.9%

Min path
  • Hold Path Class: input pin to register

Job
  • Max_cap viols: 0
  • OpenROAD warnings: 1091
==> final timing paths <==
check / start / endpoint / cells after the start
worst max register to register: SavedData[239][22] / ReadData[22] / 6
worst min-delay path: MemoryRead / ReadData[1] / 1
worst max-delay path: Address[2] / SavedData[81][39] / 9
worst min register to register: SavedData[114][50] / ReadData[50] / 5
==> through the flow <==
stage	area [µm²]	power [W]
floorplan	617000	0.00981
global placement	656000	0.0102
detailed placement	656000	0.0102
CTS	777000	0.0192
global route	778000	0.0201
finish	778000	0.0190
==> synthesized netlist by cell type (28+ instances only) <==
master and n:
mux4_2 4096, a21oi_1 1024, buf_1 154, o41ai_1 256
edfxtp_1 16448, buf_4 50, a22oi_1 2048, nand4_1 64
buf_2 393, clkbuf_1 944, nand2_1 28, nor2_1 232
nor3_1 30
==> registers in the layout (all words and copies together) (netlist names) <==
| register | cells |
|---|---|
| SavedData | 16384 |
| ReadData | 64 |
==> power groups by stage <==
stage	Combinational, W	Sequential, W	Clock [W]
final	0.000756	0.00833	0.00987
after global routing	0.000805	0.00831	0.0110
after CTS	0.000753	0.00833	0.0102
==> cells by family after synthesis <==
kind of cell | Yosys count
simple gates | 386
flops | 16448
buf+inv | 1552
mux | 4096
compound gates | 3328
==> worst reg2reg max path, delay by kind of cell (launching register included) <==
kind / cells / cell delay [ns]
buf+inv: 1 / 0.38
simple gates: 1 / 0.81
flops: 1 / 0.35
mux: 1 / 0.49
compound gates: 3 / 1.79
==> routing by layer <==
| metal | routed length (µm) | vias to the layer above | part of all wire [%] | track usage [%] |
|---|---|---|---|---|
| li1 | - | 150227 | - | - |
| met1 | 490000 | 167091 | 27 | 22.7 |
| met2 | 822000 | 23844 | 46 | 34.1 |
| met3 | 404000 | 2983 | 22 | 28.6 |
| met4 | 71700 | 196 | 4.0 | 12.7 |
| met5 | 10300 | - | 0.57 | 5.69 |
==> placed cells by master, fill, tap and decap left out, types with 16 or more instances in the layout <==
| cell | count |
|---|---|
| inv_4 | 115 |
| a22oi_1 | 2048 |
| buf_8 | 66 |
| edfxtp_1 | 16448 |
| mux4_2 | 4096 |
| nor3_2 | 30 |
| inv_6 | 29 |
| diode_2 | 295 |
| buf_12 | 55 |
| clkinvlp_2 | 455 |
| a21oi_1 | 1020 |
| clkdlybuf4s50_1 | 71 |
| nor2_4 | 228 |
| clkinv_4 | 32 |
| clkbuf_16 | 1785 |
| o41ai_2 | 154 |
| o41ai_4 | 97 |
| nand4_1 | 64 |
| inv_1 | 16766 |
| nand2_2 | 16 |
| buf_4 | 1654 |
| bufinv_16 | 297 |
==> area by class of cell <==
class	count	area, µm²	area share [%]
Inverter	1	3.75	0.000483
Sequential cell	16448	494000	63.5
Antenna cell	295	738	0.0949
Tap cell	20381	25500	3.28
Timing Repair Buffer	1852	15300	1.97
Clock inverter	17718	75700	9.74
Clock buffer	1789	44700	5.75
Multi-Input combinational cell	7810	122000	15.7
No activity file was given, so power comes from the tool's default toggle rates.
